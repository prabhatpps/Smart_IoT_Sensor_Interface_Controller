## flow/run.sh

```bash
#!/bin/bash
# OpenROAD 26Q1-2900-gdf79404cd8, Yosys 0.63+post, stock flow scripts
make -C /OpenROAD-flow-scripts/flow DESIGN_CONFIG=/design/flow/config.mk WORK_HOME=/design/flow/orfs finish
```

## flow/config.mk

```make
export PLATFORM = sky130hd
export DESIGN_NAME = sync_fifo
export DESIGN_NICKNAME = sync_fifo
export VERILOG_FILES = /design/flow/design.v
export SDC_FILE = /design/flow/constraint.sdc
export NUM_CORES = 4
export LEC_CHECK = 1
export CORE_UTILIZATION = 50
export SYNTH_HDL_FRONTEND = slang
```

## flow/constraint.sdc

```tcl
current_design sync_fifo

set clk_period 4.7
set clk_io_pct 0.2

create_clock -name clk0 -period $clk_period [get_ports {clk}]

set non_clock_inputs [all_inputs -no_clocks]
set_input_delay [expr $clk_period * $clk_io_pct] -clock clk0 $non_clock_inputs
set_output_delay [expr $clk_period * $clk_io_pct] -clock clk0 [all_outputs]
```

## flow/design.v

```verilog
`timescale 1ns/1ps
package iot_sensor_pkg;
    typedef enum logic [1:0] {
        PWR_NORMAL = 2'b00,   
        PWR_LOW    = 2'b01,   
        PWR_SLEEP  = 2'b10,   
        PWR_DEEP   = 2'b11    
    } power_mode_e;
    typedef enum logic [3:0] {
        I2C_IDLE     = 4'b0000,
        I2C_START    = 4'b0001,
        I2C_ADDRESS  = 4'b0010,
        I2C_ACK      = 4'b0011,
        I2C_WRITE    = 4'b0100,
        I2C_READ     = 4'b0101,
        I2C_STOP     = 4'b0110,
        I2C_ERROR    = 4'b0111
    } i2c_state_e;
    typedef enum logic [2:0] {
        SPI_IDLE     = 3'b000,
        SPI_START    = 3'b001,
        SPI_TRANSFER = 3'b010,
        SPI_FINISH   = 3'b011,
        SPI_ERROR    = 3'b100
    } spi_state_e;
    typedef enum logic [2:0] {
        TEMP_IDLE      = 3'b000,
        TEMP_START     = 3'b001,
        TEMP_READ_MSB  = 3'b010,
        TEMP_READ_LSB  = 3'b011,
        TEMP_DONE      = 3'b100
    } temp_state_e;
    typedef enum logic [2:0] {
        HUM_IDLE       = 3'b000,
        HUM_START      = 3'b001,
        HUM_READ_MSB   = 3'b010,
        HUM_READ_LSB   = 3'b011,
        HUM_DONE       = 3'b100
    } hum_state_e;
    typedef enum logic [2:0] {
        MOTION_IDLE    = 3'b000,
        MOTION_START   = 3'b001,
        MOTION_READ    = 3'b010,
        MOTION_DONE    = 3'b011
    } motion_state_e;
    typedef struct packed {
        logic [15:0] temperature;
        logic [15:0] humidity;
        logic        motion_detected;
        logic [31:0] timestamp;
        logic        valid;
    } sensor_data_t;
    typedef struct packed {
        logic [7:0]  header;
        logic [7:0]  sensor_id;
        logic [15:0] data_length;
        logic [31:0] timestamp;
        logic [7:0]  checksum;
    } packet_header_t;
    parameter int CLK_FREQ_MHZ = 100;
    parameter int BAUD_RATE = 115200;
    parameter int FIFO_DEPTH = 16;
    parameter int SYSTEM_CLK_FREQ = 100_000_000;  
    parameter int I2C_CLK_FREQ = 400_000;         
    parameter int SPI_CLK_FREQ = 1_000_000;       
    parameter logic [6:0] TEMP_SENSOR_ADDR = 7'h48;
    parameter logic [6:0] HUM_SENSOR_ADDR = 7'h40;
    parameter logic [6:0] SENSOR_I2C_ADDR = 7'h48;   
    parameter int SPI_CLK_DIV = 4;
    parameter logic [7:0] TEMP_SENSOR_ID = 8'h01;
    parameter logic [7:0] HUM_SENSOR_ID = 8'h02;
    parameter logic [7:0] MOTION_SENSOR_ID = 8'h03;
    parameter int TEMP_FIFO_DEPTH = 8;
    parameter int HUM_FIFO_DEPTH = 8;
    parameter int MOTION_FIFO_DEPTH = 8;
    parameter int TX_FIFO_DEPTH = 16;
endpackage : iot_sensor_pkg
`timescale 1ns/1ps
module sync_fifo #(
    parameter int DATA_WIDTH = 8,
    parameter int DEPTH = 16
) (
    input  logic                    clk,
    input  logic                    rst_n,
    input  logic                    wr_en,
    input  logic [DATA_WIDTH-1:0]   wr_data,
    output logic                    full,
    input  logic                    rd_en,
    output logic [DATA_WIDTH-1:0]   rd_data,
    output logic                    empty,
    output logic [$clog2(DEPTH+1)-1:0] count
);
    logic [$clog2(DEPTH)-1:0] wr_ptr;
    logic [$clog2(DEPTH)-1:0] rd_ptr;
    logic [DATA_WIDTH-1:0] mem [0:DEPTH-1];
    logic [$clog2(DEPTH+1)-1:0] fifo_count;
    assign full = (fifo_count == DEPTH);
    assign empty = (fifo_count == 0);
    assign count = fifo_count;
    always_ff @(posedge clk or negedge rst_n) begin
        if (!rst_n) begin
            wr_ptr <= '0;
        end else if (wr_en && !full) begin
            mem[wr_ptr] <= wr_data;
            wr_ptr <= (wr_ptr == DEPTH-1) ? '0 : wr_ptr + 1;
        end
    end
    always_ff @(posedge clk or negedge rst_n) begin
        if (!rst_n) begin
            rd_ptr <= '0;
            rd_data <= '0;
        end else if (rd_en && !empty) begin
            rd_data <= mem[rd_ptr];
            rd_ptr <= (rd_ptr == DEPTH-1) ? '0 : rd_ptr + 1;
        end
    end
    always_ff @(posedge clk or negedge rst_n) begin
        if (!rst_n) begin
            fifo_count <= '0;
        end else begin
            case ({wr_en && !full, rd_en && !empty})
                2'b01: fifo_count <= fifo_count - 1;
                2'b10: fifo_count <= fifo_count + 1;
                default: fifo_count <= fifo_count;
            endcase
        end
    end
endmodule : sync_fifo
```

==> metrics.cfg <==
[outcome]
status=completed

[sta]
fmaxAchievable_mhz=342
skew_ns=0.00614
timing.final.crit_period_ns=2.92
final_hold_viol_count=0
fin_tns_setup_ns=0
finalMaxSlewViolations=0
relSlewSlack_pct=47.3
period_used_pct=62.2
setup_slack_ns=1.78
rsz0062_at_grt=false
setup_viol=0
worst_pin_slew_ns=0.788

[yosys]
area_leaders=edfxtp_1, dfrtp_1, mux2i_1
ys_ff=149
ys_seq_share_pct=72.4
edf_count=128
ys_chip_area_um2=6030
syn_avg_cell_area_um2=16.5
syn_inst=366
async_flop_share_pct=14.1
ys_cells=366
synth_cell_types=38
top_cell_area_share_pct=63.7
synth-main-ff-cell=edfxtp_1
netlist_area_um2=6030
yosysWarnings=0
yosys.area.top_type=edfxtp_1

[critical_path]
cp-start-kind=flop
slowest_stage=or4_4
cp_data_required_time_ns=3.76
slowest_delay_ns=0.56
endpoint_kind=output pin
cp.arrival_ns=1.98
crit_chain=or4_4 > nor2_1 > clkdlybuf4s50_1
criticalPathCategory=flop to output pin
critPathMaxFanout=6

[min_path]
hold_class=flop to flop

[power_and_ir_drop]
power_density_nw_per_um2=602
total_leakage_power_nw=2.50
ir_drop_mv=0.359

[clock_network]
cts_resized=0
clockRootBuffer=clkbuf_16
cts_max_path_buffers=2
cts_inserted_buffers=17
path_clk_slew_ns=0.06
cts_sinks=149
cts_tree=yes
cts_setup_buffers=0
clkLatencyLatePin_ns=0.41
cts_hold_buf=0
cts.htree.levels=4

[placement]
dp_hpwl_um=7880
dp_cells=525
place_ws_ns=1.40
portBuffers=26
place.gp.congestion=0.837

[global_route]
antenna_found_initial=0
grt_max_degree=33
grt_pass1_wl_um=19100
gr-total-overflow=0
grt_util_all_layers_pct=23.1
grt_pass1_vias=3369

[drt]
wire_per_inst_um=21.6
dr.first_iter.drc_count=256
drt_wl_total_um=12000
route.antenna.remaining_nets=0
antenna_cells=0
firstDrtPassIters=15
drc_errors=0
vias=3224
vias_per_cell=5.79

[floorplan]
fp_util_pct=52.0
die.size.y_um=112
core-area_um2=11600
die_w_um=112
io_pins=27
die_area_um2=12500
fp-row-count=39

[run]
warnings=28
maxCapViolations=0

[cells_and_area]
area_growth_pct=17.4
drive_gt1_share_pct=12.8
stdcell_count=557
fill_cells=855

routing by layer:
metal	vias to the layer above	wire, µm	global-route usage [%]
li1	1494	-	-
met4	0	228	3.15
met3	15	1020	9.81
met5	-	0	0
met2	117	5890	34.6
met1	1598	4910	36.6
critical path: cells and delay by family, from the launching register on:
family | cells | cell delay [ns]
buffers and inverters | 1 | 0.46
DFF | 1 | 0.46
and+or+nand+nor | 2 | 0.66
Yosys cell counts (4+ instances only):
library cell,instances
a221oi_1,8
a31oi_1,9
buf_2,9
clkbuf_1,4
dfrtp_1,21
edfxtp_1,128
ha_1,9
inv_1,4
mux2i_1,49
mux4_2,8
nand2_1,6
nand3_1,8
nor2_1,31
nor3_1,5
o21ai_0,12
o22ai_1,16
xnor2_1,5
logic make-up (layout without fill, tap and decap cells):
logic type / after synthesis / in the layout / synth area share, %
flip-flops: 149 / 149 / 72.4
AND/OR/NAND/NOR: 61 / 61 / 4.69
multiplexers: 60 / 60 / 11.7
AND-OR/OR-AND: 55 / 55 / 6.10
buffers and inverters: 25 / 73 / 2.07
adder cells (fa/ha/maj): 10 / 10 / 2.20
XOR/XNOR: 6 / 6 / 0.871
flip-flops by register name, indices dropped and copies added (netlist names):
register,cells
mem,128
rd_data,8
wr_ptr,4
count,5
rd_ptr,4
final timing paths:
check	start	to	cells after the start	slack (ns)
max	count[0]	empty	3	1.78
min	count[2]	count[2]	2	0.57
max reg2reg	count[0]	count[4]	10	1.83
min reg2reg	count[2]	count[2]	2	0.57
max in group asynchronous	rst_n	wr_ptr[2]	2	3.10
min in group asynchronous	rst_n	rd_data[1]	1	0.93
power breakdown:
group | total, mW | switching [mW] | internal, mW
Combinational | 1.13 | 0.590 | 0.538
Clock | 1.42 | 0.484 | 0.940
Sequential | 1.71 | 0.126 | 1.59
stage by stage:
| step | util [%] | total power [mW] | hold slack, ns | cell area, µm² |
|---|---|---|---|---|
| finish | 61.0 | 4.26 | 0.574 | 7080 |
| floorplan | - | 2.50 | 0.494 | 6030 |
| CTS | 61.0 | 4.32 | 0.578 | 7080 |
| global route | 61.0 | 4.49 | 0.603 | 7080 |
| global placement | 55.5 | 2.88 | 0.560 | 6450 |
| detailed placement | 55.5 | 2.89 | 0.561 | 6450 |
cells in the final DEF (no fill, tap or decap), drive strengths merged, types with 4 or more instances in the layout:
cell / Yosys / layout
clkbuf: 5 / 23
buf: 16 / 11
xnor2: 5 / 5
a31oi: 9 / 9
nor3: 5 / 5
ha: 9 / 9
dfrtp: 21 / 21
nand3: 8 / 8
mux2i: 49 / 49
mux4: 8 / 8
a221oi: 8 / 8
edfxtp: 128 / 128
inv: 4 / 4
nor2: 31 / 31
o22ai: 16 / 16
clkdlybuf4s50: 0 / 26
o21ai: 12 / 12
bufinv: 0 / 4
nand2: 6 / 6
area by class of cell:
class	instances	area [µm²]	share of cell area [%]
flip-flops and latches	149	4370	61.7
multi-input cells	192	1540	21.7
well taps	143	179	2.53
inverters	4	15.0	0.212
clock buffers	23	488	6.89
repair buffers	37	343	4.84
clock inverters	9	148	2.08
Power figures rest on the tool's default switching activity, not on a simulated workload.
